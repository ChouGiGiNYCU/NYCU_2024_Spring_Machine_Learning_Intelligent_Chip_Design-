$ cat flow/design.v
`timescale 1ns/10ps
module MAC (
    clock,
    reset,
    a,
    b,
    c,
    a_out,
    b_out,
    c_out,
    result,
    done
);
input                       clock, reset;
input           [  3:0 ]    a, b;
input           [  7:0 ]    c;
output reg      [  3:0 ]    a_out, b_out;
output reg      [  7:0 ]    c_out;
output reg      [  8:0 ]    result;
output reg                  done;
always @(posedge clock or posedge reset) begin
    if (reset) begin
        a_out <= 4'b0;
        b_out <= 4'b0;
        c_out <= 8'b0;
        result <= 9'b0;
        done <= 0;
    end else begin
        a_out <= a;
        b_out <= b;
        c_out <= c;
        result <= (a * b) + c;
        done <= 1;
    end
end
endmodule
$ cat flow/run.sh
#!/bin/bash
# OpenROAD 26Q1-2900-gdf79404cd8, Yosys 0.63+post, stock flow scripts
make -C /OpenROAD-flow-scripts/flow DESIGN_CONFIG=/design/flow/config.mk WORK_HOME=/design/flow/orfs finish
$ cat flow/config.mk
export PLATFORM = sky130hd
export DESIGN_NAME = MAC
export DESIGN_NICKNAME = MAC
export VERILOG_FILES = /design/flow/design.v
export SDC_FILE = /design/flow/constraint.sdc
export NUM_CORES = 4
export LEC_CHECK = 1
export CORE_UTILIZATION = 30
$ cat flow/constraint.sdc
current_design MAC

set clk_period 1.0
set clk_io_pct 0.2

create_clock -name clk0 -period $clk_period [get_ports {clock}]

set non_clock_inputs [all_inputs -no_clocks]
set_input_delay [expr $clk_period * $clk_io_pct] -clock clk0 $non_clock_inputs
set_output_delay [expr $clk_period * $clk_io_pct] -clock clk0 [all_outputs]
==> impl_metrics.csv <==
group,metric,value,unit
worst_setup_path,path_class,"input pin to flop",
final_timing,maxSlewViolCount,0,
floorplan,row_count,24,
outcome,status,"finished, violations left",
final_timing,rsz0062_at_grt,"yes",
synth,yosys-mux-area-fraction,0,
power,internal_dissipation,2.411,mW
outcome,failed_checks,"negative setup slack",
final_timing,hold_violations,0,
global_route,grt_util_met2,0.1909,
floorplan,floorplan.core_area,4354,µm²
job,maxCapViolCount,0,
route,drt.antenna.violating_nets,0,
global_route,antenna_found_initial,0,
placement,place.detailed.instances,226,
worst_hold_path,hold_class,"input pin to flop",
route,vias_per_cell,4.302,
synth,synth-seq-cells,26,
placement,gp_congestion,0.7851,
clocking,ctsLongestPathBuffers,2,
final_timing,max_freq,383.5,MHz
power,power-per-cell-area,1532,nW/µm²
route,drtPass1Iterations,2,
final_timing,crit_path_time_final,2.607,ns
global_route,met3_usage,0.03097,
placement,port_buffers,43,
worst_setup_path,timing.critical_path.fanout_max,5,
final_timing,setup-violations-final,8,
power,ir_worst_vdd,0.6645,mV
route,drc,0,
finish,fin_util,0.4991,
global_route,overflow,0,
clocking,cts_htree_levels,1,
synth,synth_cell_area,1364,µm²
power,share_comb_of_total_power,0.426,
floorplan,dieWidth,69.43,µm
job,stage_log_warnings,28,
route,avgRoutedWirePerCell,11.37,µm
synth,synth_xor_xnor_area_share,0.03853,
final_timing,fin_crit_sh,2.607,
worst_setup_path,critical_path_arrival,2.76,ns
power,power.share.sequential,0.376,
synth,yosys.stat.seqShare,0.4771,
floorplan,die_h,69.43,µm
global_route,via_count_of_the_first_global_routing_pass,1020,
power,switchingPower,0.9190,mW
floorplan,fp_util,0.3132,
power,power_switching_share,0.2760,
final_timing,finalWorstSetupSlack,-1.607,ns
clocking,clk_pin_slew,0.08,ns
finish,most-common-layout-cells,"sky130_fd_sc_hd__dfrtp_1, sky130_fd_sc_hd__buf_2, sky130_fd_sc_hd__inv_1",
clocking,tritoncts_num_sinks,26,
route,drt_wl_total,2.638,mm
synth,top_cell_area_share,0.4771,
global_route,grt_first_pass_wirelength,4.733,mm
synth,syn-instance-count,113,
finish,area_growth_syn_to_layout,59.36,%
synth,yosys.area_share.adder,0.2881,
clocking,tritoncts,"done",
synth,synthTopLogicFamily,"adder cells",
placement,place.detailed.hpwl,1.966,mm
floorplan,io-pin-count,44,
route,vias,998,
power,clockPowerShare,0.197,
clocking,cts_root_buffer,"sky130_fd_sc_hd__clkbuf_8",
global_route,global_route.usage.total,0.1247,
synth,synth_warnings,1,
finish,layout.cells.non_filler,232,
synth,postSynthAreaPerCell,12.07,µm²
route,drt-initial-drc-count,21,
worst_setup_path,critical_path.endpoint_type,"flop",
global_route,grt_max_degree,27,
synth,top_area_cell,"sky130_fd_sc_hd__dfrtp_1",
route,antenna-diode-count,0,
synth,yosys_chip_area,1364,µm²
worst_setup_path,setup.worst_path.start_class,"input pin",
clocking,cts_buffers,3,
finish,final_layout_top_logic_cell,"sky130_fd_sc_hd__dfrtp_1",
final_timing,setup_total_negative_slack,-9.684,ns
synth,synth.cellmix.simpleShare,0.07615,
clocking,holdBufCountCts,0,
worst_setup_path,critPathRequiredTime,1.15,ns
synth,topCellsByArea,"sky130_fd_sc_hd__dfrtp_1, sky130_fd_sc_hd__ha_1, sky130_fd_sc_hd__fa_1, sky130_fd_sc_hd__inv_1, sky130_fd_sc_hd__and2_1",
power,design_power,3.330,mW
power,leakage,1.083,nW
global_route,grt_most_used_layer,"met1",
synth,synth_stat.cells,113,
floorplan,die_area,4820,µm²
synth,post_synth_num_cell_types,17,
global_route,gr_met1_demand_resource,0.1939,
finish,drive_above_1_share,0.4944,
synth,and_or_or_and_cells_area_fraction,0.05138,
critical path, stage by stage:
cell and delay, ns:
sky130_fd_sc_hd__buf_8 0.09, sky130_fd_sc_hd__nand2_4 0.05, sky130_fd_sc_hd__fa_1 0.55, sky130_fd_sc_hd__fa_2 0.44, sky130_fd_sc_hd__fa_1 0.50, sky130_fd_sc_hd__inv_2 0.04
sky130_fd_sc_hd__ha_4 0.17, sky130_fd_sc_hd__a21oi_2 0.11, sky130_fd_sc_hd__nor2_1 0.07, sky130_fd_sc_hd__a311oi_4 0.27, sky130_fd_sc_hd__a21oi_2 0.10, sky130_fd_sc_hd__xor2_1 0.17
routing by layer:
layer / routed length (µm) / part of all wire
met5: 0 / 0
met2: 1280 / 0.49
met4: 46 / 0.017
met3: 133 / 0.050
met1: 1178 / 0.45
path summary, 6_finish.rpt:
path	startpoint	end	slack, ns	cells past startpoint
min in group asynchronous	reset	c_out[5]	0.27	3
min	a[0]	a_out[0]	0.06	1
max	a[0]	result[8]	-1.61	12
max in group asynchronous	reset	b_out[2]	0.58	3
state kept, by name (all words and copies together) (netlist names):
name / cells
result: 9
b_out: 4
c_out: 8
done: 1
a_out: 4
cell families after synthesis:
group | after synthesis
other cells | 1
compound gates | 9
buf+inv | 24
fa+ha+maj | 26
xor+xnor | 6
simple gates | 21
flops | 26
power by group through the flow:
stage / clock [mW] / combinational, mW / sequential, mW
4_1_cts: 0.698 / 1.36 / 1.26
5_1_grt: 0.745 / 1.57 / 1.28
6_report: 0.657 / 1.42 / 1.25
final cells by class:
| type | count | area, µm² |
|---|---|---|
| Clock buffer | 4 | 55.05 |
| Fill cell | 367 | 2181 |
| Inverter | 24 | 90.09 |
| Multi-Input combinational cell | 63 | 817.0 |
| Sequential cell | 26 | 650.6 |
| Tap cell | 52 | 65.06 |
| Timing Repair Buffer | 63 | 495.5 |
stage by stage:
stage	area, µm²	setup slack (ns)	hold slack (ns)
floorplan	1460	-1.724	0.2314
global placement	2103	-2.461	0.5472
detailed placement	2103	-2.491	0.5584
CTS	2147	-1.650	0.04983
global route	2173	-1.644	0.04486
finish	2173	-1.607	0.05673
cell usage after synthesis:
master                     instances
sky130_fd_sc_hd__a21o_1            1
sky130_fd_sc_hd__a21oi_1           3
sky130_fd_sc_hd__a21oi_2           2
sky130_fd_sc_hd__a311oi_2          1
sky130_fd_sc_hd__and2_1            9
sky130_fd_sc_hd__conb_1            1
sky130_fd_sc_hd__dfrtp_1          26
sky130_fd_sc_hd__fa_1              9
sky130_fd_sc_hd__ha_1             17
sky130_fd_sc_hd__inv_1            24
sky130_fd_sc_hd__nand2_1           7
sky130_fd_sc_hd__nor2_1            4
sky130_fd_sc_hd__nor2b_1           1
sky130_fd_sc_hd__o21a_1            1
sky130_fd_sc_hd__o21bai_1          1
sky130_fd_sc_hd__xnor2_1           4
sky130_fd_sc_hd__xor2_1            2
what timing repair did:
action                                  CTS  global route
endpoints found under the setup margin   34            10
buffers inserted                          2             3
gates resized                           132            19
pin swaps                                20            20
Power and IR drop assume default switching activity.
